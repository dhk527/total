## /design/flow/run.sh

```bash
#!/bin/bash
# OpenROAD 26Q1-2900-gdf79404cd8, Yosys 0.63+post, stock flow scripts
make -C /OpenROAD-flow-scripts/flow DESIGN_CONFIG=/design/flow/config.mk WORK_HOME=/design/flow/orfs finish
```

## /design/flow/config.mk

```make
export PLATFORM = sky130hd
export DESIGN_NAME = simple_bram_ctrl
export DESIGN_NICKNAME = simple_bram_ctrl
export VERILOG_FILES = /design/flow/design.v
export SDC_FILE = /design/flow/constraint.sdc
export NUM_CORES = 4
export LEC_CHECK = 1
export CORE_UTILIZATION = 40
```

## /design/flow/constraint.sdc

```tcl
current_design simple_bram_ctrl

set clk_period 8.0
set clk_io_pct 0.2

create_clock -name clk0 -period $clk_period [get_ports {clk}]

set non_clock_inputs [all_inputs -no_clocks]
set_input_delay [expr $clk_period * $clk_io_pct] -clock clk0 $non_clock_inputs
set_output_delay [expr $clk_period * $clk_io_pct] -clock clk0 [all_outputs]
```

## /design/flow/design.v

```verilog
`timescale 1ns / 1ps
module simple_bram_ctrl
#(
	parameter DWIDTH = 16,
	parameter AWIDTH = 12,
	parameter MEM_SIZE = 3840
)
(
    input 				clk,
    input 				reset_n,
	input 				i_run,
	input  [AWIDTH-1:0]	i_num_cnt,
	output   			o_idle,
	output   			o_write,
	output   			o_read,
	output  			o_done,
	output[AWIDTH-1:0] 	addr0,
	output 				ce0,
	output 				we0,
	input [DWIDTH-1:0]  q0,
	output[DWIDTH-1:0] 	d0,
	output 				o_valid,
	output[DWIDTH-1:0] 	o_mem_data
    );
localparam S_IDLE	= 2'b00;
localparam S_WRITE	= 2'b01;
localparam S_READ	= 2'b10;
localparam S_DONE  	= 2'b11;
reg [1:0] c_state;  
reg [1:0] n_state;  
wire	  is_write_done;
wire	  is_read_done;
always @(posedge clk or negedge reset_n) begin
    if(!reset_n) begin
		c_state <= S_IDLE;
    end else begin
		c_state <= n_state;
    end
end
always @(*) 
begin
	n_state = c_state;  
	case(c_state)
	S_IDLE	: if(i_run)
				n_state = S_WRITE;
	S_WRITE : if(is_write_done)
				n_state = S_READ;
	S_READ  : if(is_read_done)
				n_state = S_DONE;
	S_DONE	: n_state = S_IDLE;
	endcase
end 
assign o_idle 		= (c_state == S_IDLE);
assign o_write 		= (c_state == S_WRITE);
assign o_read 		= (c_state == S_READ);
assign o_done 		= (c_state == S_DONE);
reg [AWIDTH-1:0] num_cnt;  
always @(posedge clk or negedge reset_n) begin
    if(!reset_n) begin
        num_cnt <= 0;  
    end else if (i_run) begin
        num_cnt <= i_num_cnt;
	end else if (o_done) begin
		num_cnt <= 0;
	end
end
reg [AWIDTH-1:0] addr_cnt;  
assign is_write_done = o_write && (addr_cnt == num_cnt-1);
assign is_read_done  = o_read  && (addr_cnt == num_cnt-1);
always @(posedge clk or negedge reset_n) begin
    if(!reset_n) begin
        addr_cnt <= 0;  
    end else if (is_write_done || is_read_done) begin
        addr_cnt <= 0; 
    end else if (o_write || o_read) begin
        addr_cnt <= addr_cnt + 1;
	end
end
assign addr0 	= addr_cnt;
assign ce0 		= o_write || o_read;
assign we0 		= o_write;
assign d0		= addr_cnt;   
reg 				r_valid;
reg [DWIDTH-1:0] 	r_mem_data;
always @(posedge clk or negedge reset_n) begin
    if(!reset_n) begin
        r_valid <= 0;  
    end else begin
		r_valid <= o_read;  
	end
end
assign o_valid = r_valid;
assign o_mem_data = q0;   
endmodule
```

==> notes.md <==
From the run reports.

- The run finished with clean final reports.
- The remaining global-route overflow is 0.
- The number of antenna violations at the first check in global routing reads 0.
- The data required time reported for the critical path is approximately 6.4 ns.
- The total power reads approximately 0.32 mW.
- The tree is rooted in a sky130_fd_sc_hd__clkbuf_8.
- The number of max-cap violations reads 0.
- The placed wire-length estimate is roughly 2600 um.
- The highest ir drop seen on vdd reads roughly 90 uV.
- The cell count after synthesis is 225.
- The worst clock skew is 0.00503 ns.
- The fraction of registers with async set or reset after synthesis reads 100%.
- Setup repair after global routing left no endpoint under its margin.
- Traced cell by cell, the critical path runs through nor2_1 > inv_1 > clkdlybuf4s50_1.
- The standard cell core area is 4690 um^2.
- The die outline area reads 5150 um^2.
- The largest stage delay on the critical path reads 0.53 ns.
- The warning count from the yosys run is 1.
- The sum of buffers and inverters on the critical path reads 2.
- The synth_stat.txt file lists the number of cells as roughly 230.
- The signed area change from the synthesized netlist to the final layout reads 17.3%.
- The via count reads 1429.
- The final critical path time including I/O delays and setup is 3.47 ns.
- The CTS H-tree depth reads 2.
- The peak clock frequency supported by timing reads approximately 0.29 GHz.
- The path class of the lowest-slack min-delay path reads flop to flop.
- The tally of nets with antenna violations remaining after routing is 0.
- Summed over all cells, the static leakage comes to a little under 1 nW.
- The number of detailed-route iterations in the first pass is 4.
- The number of cells on the worst reg-to-reg path is 8.
- The number of DRC markers in iteration 0 reads between 70 and 80.
- The primary flip-flop cell chosen by synthesis mapping reads sky130_fd_sc_hd__dfrtp_1.
- STA reports a reg2reg setup slack of between 5 and 6 ns.
- The slack of the critical path is between 4 and 5 ns.
- The area reported by Yosys stat reads 1950 um^2.
- The clock tree buffer depth is 2.
- The quantity of gates resized following cts is 0.
- The number of buffers added to fix hold violations after cts reads 0.
- The total non-filler cell area in the finished layout is 2280 um^2.
- 82 I/O pins were placed.
- The pre-CTS worst setup slack reads about 4.8 ns.
- The clock net sink count reads 29.
- The origin of the critical flop-to-flop path is num_cnt[0]$_DFFE_PN0P_.
- The cell taking the most area after synthesis reads sky130_fd_sc_hd__dfrtp_1.
- In this run the tool buffered the top-level ports with approximately 45 buffer cells.
- The end point of the worst hold path reads r_valid$_DFF_PN0_.
- The area of the mapped netlist reads 1950 um^2.
- The post-synth count of flops with an enable pin is 0.
- The report lists the number of standard-cell rows as 25.
- The largest fanout on the critical path is 9.
- The layout report lists the combined flip-flop and latch area as slightly above 700 um^2.
- The total stage count of the critical path reads 3.
- Once the clock tree was built, the setup fixing pass inserted 0 buffers.
- The count of final setup violators is 0.
- The first global-routing pass estimated approximately 6100 um of wire.
- The area fraction of the dominant cell type after synthesis is between 30% and 40%.
- The clock latency reported for the late side of the worst-skew pair is about 0.28 ns.
- The post-place instance area is about 2200 um^2.
- In the final layout, the fill cell count is between 400 and 500.
- The start-to-end type of the worst setup path reads flop to primary output.
- The residual DRC count is 0.
- The total routed wirelength reads about 3600 um.
- TritonCTS built the clock tree.
- The average wire length per cell after detail routing is between 10 and 15 um.
- The share of post-route cells with drive strength above 1 reads ~9.1%.
- Hold-check failures listed in the final report amount to 0.
- The clock buffer count from CTS is 5.
- The routability congestion estimate reads just under 0.8.
- Across all checked pins, the minimum headroom to the slew limit is between 50% and 60%.
- The tool warning count is 25.
- The critical path endpoint category is a primary output.
- According to the floorplan report, the die width is a little over 70 um.
- Along the worst hold path, the cell count comes to 0.
- The power density of the placed cells is 138 nW/um^2.
- The worst hold margin is 0.457 ns.
- The endpoint arrival time on the critical path reads ~1.9 ns.
- Post-route period utilization is reported as between 40 and 50%.
- The number of storage elements in the synthesis netlist is 29.
- The via count of the first global-routing pass was around 1300.
- The count of pins over their slew limit is 0.
- The worst-path cell with the longest stage delay is sky130_fd_sc_hd__nor2_1.
- The average instance in the mapped netlist occupies between 8 and 9 um^2.
- The critical path launch point type is a flop.
- The share of the Yosys chip area taken by registers is a little under two fifths.
- The global-route total usage across every layer reads 15.4%.
- The area occupied by multi-input gates is 916 um^2.
- The post-route setup TNS is 0 ns.
- The largest net degree at the start of global routing is 30.
- By area the synthesized netlist is led by sky130_fd_sc_hd__dfrtp_1 36%, sky130_fd_sc_hd__buf_4 13%, sky130_fd_sc_hd__nand2_1 7.9%.
- The number of diodes added for antenna fixing reads 0.
- The transition at the pin with the smallest max-transition slack reads roughly 0.64 ns.
- The mean number of vias per cell is 4.83.
- The family with the most delay on the worst path reads buffers and inverters.
- The clock transition at the register clock pins on the worst setup and hold paths after CTS is 0.06 ns.
- The distinct cell type count after synthesis reads 46.
- The die height is between 70 and 80 um.
- The starting density of the core is between 40% and 50%.
[how the worst max path moves through the flow]
stage	from	end	slack (ns)
finish	c_state[2]$_DFF_PN0_	ce0	4.53
CTS	c_state[2]$_DFF_PN0_	ce0	4.50
global route	c_state[2]$_DFF_PN0_	ce0	4.37
[cell usage in the layout (no fill, tap or decap), drive strengths merged, types with 2 or more instances in the layout]
master / count
o211ai: 2
xnor2: 11
or4: 4
a21o: 4
xor2: 5
nor2: 17
dfrtp: 28
o31ai: 5
o2111ai: 2
nand4: 2
clkbuf: 6
nor2b: 4
conb: 4
clkdlybuf4s50: 45
nand2: 41
nor3: 6
and2: 2
nor4: 2
mux2i: 2
nand3: 4
a21oi: 4
ha: 2
inv: 9
and3: 3
o21ai: 11
clkinv: 2
[registers in the layout, indices dropped and copies added (netlist names), named ones only]
signal and flops:
addr_cnt 12, num_cnt 12, c_state 3, r_valid 1
[logic make-up after synthesis]
| group | share of synthesized area (%) |
|---|---|
| buffers and inverters | 16.2 |
| adders and majority gates | 1.28 |
| other | 0.192 |
| DFF | 37.3 |
| xor gates and xnor gates | 7.19 |
| muxes | 1.80 |
| and+or+nand+nor | 22.8 |
| AOI/OAI and AO/OA | 13.2 |
[metrics by stage]
stage | cells | utilization [%]
floorplan | 228 | -
global placement | 288 | 46.9
detailed placement | 288 | 46.9
CTS | 296 | 48.7
global route | 296 | 48.7
finish | 296 | 48.7
[report_power, final]
part	total (mW)	leakage [nW]	internal [mW]	switching, mW
clock	0.114	0.0450	0.0601	0.0539
combinational	0.0410	0.556	0.0209	0.0201
sequential	0.161	0.380	0.152	0.00866
[routing by layer]
layer | share of wire [%] | GRT usage (%)
met1 | 51 | 24.7
met3 | 5.4 | 4.28
met5 | 0 | 0
met2 | 43 | 22.1
met4 | 0.47 | 1.96
[synth_stat cells, drive strengths merged (2+ instances only)]
| master | count |
|---|---|
| a21o | 4 |
| a21oi | 4 |
| and2 | 2 |
| and3 | 3 |
| buf | 35 |
| clkbuf | 5 |
| dfrtp | 28 |
| ha | 2 |
| inv | 9 |
| mux2i | 2 |
| nand2 | 41 |
| nand3 | 4 |
| nand4 | 2 |
| nor2 | 17 |
| nor2b | 4 |
| nor3 | 6 |
| nor4 | 2 |
| o2111ai | 2 |
| o211ai | 2 |
| o21ai | 11 |
| o31ai | 5 |
| or4 | 4 |
| xnor2 | 11 |
| xor2 | 5 |
[area by class of cell]
cell class / instances / area share (%)
timing repair buffer: 46 / 20.0
multi-input combinational: 150 / 40.1
clock buffer: 6 / 3.18
clock inverter: 2 / 0.438
inverter: 9 / 1.48
tap: 54 / 2.96
sequential: 29 / 31.8
Power figures rest on the tool's default switching activity, not on a simulated workload.
